==> design/flow/design.v <==
module PWM (input wire [31:0] pulse_width, input wire [31:0] pulse_period, input wire clk, input wire rst_n, output wire pwm_out );
reg d, q;
reg [31:0] count_q,count_d;
assign rst = ~rst_n;
always @ (*)
begin
	count_d = count_q + 1'b1; 
	if (count_q > pulse_period)
		count_d = 0;
	d = (count_d< pulse_width)?1'b1:1'b0;
end
always @ (posedge clk)
begin
	if (rst) 
	begin
		count_q <= 32'b0;
	end 
	else 
	begin
		count_q <= count_d;
	end
	q<=d;
end
assign pwm_out = q;
endmodule
module avalon_wrappers(
	input wire csi_clk,
	input wire rsi_rst_n,
	input wire avs_s0_read,
	input wire avs_s0_write,
	input wire avs_s0_chip_select,
	input wire [3:0] avs_s0_byteenable,
	input wire [31:0] avs_s0_writedata,
	input wire [1:0] avs_s0_address, 
	output wire [31:0] avs_s0_readdata, 
	output coe_pwm_out);
	reg[31:0] pulse_width;
	wire load_pulse_width;
	wire[3:0] load_pulse_width_lanes;
	reg[31:0] period;
	wire load_period;
	wire[3:0] load_period_lanes;
	reg [31:0] enable;
	wire load_enable;
	wire read_pulse_width, read_period, read_enable;
	reg [31:0] read_data;
	wire pwm_out;
	PWM pwm_core0(
		.clk (csi_clk),
		.rst_n (rsi_rst_n),
		.pulse_period (period),
		.pulse_width (pulse_width),
		.pwm_out (pwm_out)
		);
	assign coe_pwm_out = pwm_out & enable;
	assign avs_s0_readdata = read_data;
	assign load_pulse_width = avs_s0_chip_select & avs_s0_write & (avs_s0_address == 0);
	assign load_pulse_width_lanes = avs_s0_byteenable;
	assign load_period = avs_s0_chip_select & avs_s0_write & (avs_s0_address == 1);
	assign load_period_lanes = avs_s0_byteenable;
	assign load_enable = avs_s0_chip_select & avs_s0_write & (avs_s0_address ==2);
	assign read_pulse_width = avs_s0_chip_select & avs_s0_read & (avs_s0_address == 0);
	assign read_period = avs_s0_chip_select & avs_s0_read & (avs_s0_address == 1);
	assign read_enable = avs_s0_chip_select & avs_s0_read & (avs_s0_address == 2);
	always @(posedge csi_clk or negedge rsi_rst_n)
	begin
		if (rsi_rst_n == 0)
		begin	
			pulse_width <= 250000;
			period <=500000;
			enable <= 1;
		end
		else
		begin
			if (load_pulse_width == 1)
			begin
				if (avs_s0_byteenable[0] == 1)
				begin
					pulse_width[7:0] <= avs_s0_writedata[7:0];
				end
				if (avs_s0_byteenable[1] == 1)
				begin
					pulse_width[15:8] <= avs_s0_writedata[15:8];
				end
				if (avs_s0_byteenable[2] == 1)
				begin
					pulse_width[23:16] <= avs_s0_writedata[23:16];
				end
				if (avs_s0_byteenable[3] == 1)
				begin
					pulse_width[31:24] <= avs_s0_writedata[31:24];
				end
			end
			if (read_pulse_width == 1)
			begin
				read_data <=pulse_width;
			end
			if (load_period == 1) 
			begin
				if (avs_s0_byteenable[0] == 1)
				begin
					period[7:0] <= avs_s0_writedata[7:0];
				end
				if (avs_s0_byteenable[1] == 1)
				begin
					period[15:8] <= avs_s0_writedata[15:8];
				end
				if (avs_s0_byteenable[2] == 1)
				begin
					period[23:16] <= avs_s0_writedata[23:16];
				end
				if (avs_s0_byteenable[3] == 1)
				begin
					period[31:24] <= avs_s0_writedata[31:24];
				end
			end
			if (read_pulse_width == 1)
			begin
				read_data <= period;
			end
			if (load_enable == 1)
			begin
				if (avs_s0_byteenable[0] == 1)
				begin
					enable[0] <= avs_s0_writedata[0];
				end
			end
			if (read_enable == 1)
			begin 
				read_data <= enable;
			end
		end  
	end  
endmodule
==> design/flow/run.sh <==
#!/bin/bash
# OpenROAD 26Q1-2900-gdf79404cd8, Yosys 0.63+post, stock flow scripts
make -C /OpenROAD-flow-scripts/flow DESIGN_CONFIG=/design/flow/config.mk WORK_HOME=/design/flow/orfs finish
==> design/flow/config.mk <==
export PLATFORM = sky130hd
export DESIGN_NAME = avalon_wrappers
export DESIGN_NICKNAME = avalon_wrappers
export VERILOG_FILES = /design/flow/design.v
export SDC_FILE = /design/flow/constraint.sdc
export NUM_CORES = 4
export LEC_CHECK = 1
export CORE_UTILIZATION = 50
==> design/flow/constraint.sdc <==
current_design avalon_wrappers

set clk_period 7.7
set clk_io_pct 0.2

create_clock -name clk0 -period $clk_period [get_ports {csi_clk}]

set non_clock_inputs [all_inputs -no_clocks]
set_input_delay [expr $clk_period * $clk_io_pct] -clock clk0 $non_clock_inputs
set_output_delay [expr $clk_period * $clk_io_pct] -clock clk0 [all_outputs]
==> reports/metrics.csv <==
stage,metric,value,unit
layout,most frequent cells in the layout,"clkdlybuf4s50_1 (74), inv_1 (67), mux2_2 (66), ha_1 (64), dfrtp_1 (50)",
logic_synthesis,Synth async-reset ratio,0.5000,
logic_synthesis,Commonest flop,dfrtp_1,
timing,minimum clock period,4553,ps
power,worst vdd ir,0.0002091,V
floorplanning,DIE HEIGHT,121.1,um
timing,Setup-failing EPs final,0,
clocking,clock tree root driver cell,clkbuf_16,
logic_synthesis,Synth area leaders,"dfrtp_1 (18%), edfxtp_1 (14%), ha_1 (11%)",
clocking,TritonCTS Buffers,17,
layout,share of layout cells above drive strength 1,0.2112,
setup_path,"critical path fanouts, max",36,
setup_path,Setup crit end kind,register,
placement,GPL Wtd Cong,0.8559,
logic_synthesis,register share after synthesis,0.4610,
job,number of max-cap violations,0,
floorplanning,CORE AREA,13830,um2
worst_hold_path,Hold Crit Start,pulse_width[3],
logic_synthesis,synthesized cell area,7087,um2
layout,Commonest Layout Cell,clkdlybuf4s50_1,
setup_path,worst reg2reg endpoint,pwm_core0.q,
clocking,Clock Tree Buf Depth,2,
setup_path,RR Startpoint,period[15],
power,P per Cell Area,236.0,nW/um2
setup_path,R2R cell count,15,
floorplanning,io pins,76,
worst_hold_path,Hold Crit Class,register to register,
outcome,status,finished clean,
timing,fin crit share,0.5914,
clocking,CTS tree,yes,
route,WL/cell,17.51,um
clocking,H-Tree Depth,4,
global_route,vias in the first global route,5028,
route,"antenna viol nets, final",0,
floorplanning,Die X,121.1,um
logic_synthesis,Synth Warn #,3,
timing,RSZ-0062 raised after global routing,no,
setup_path,WP data arrival,4850,ps
logic_synthesis,Top cell area share,0.1766,
timing,Final Slew Violations,0,
placement,post-DP HPWL,11.46,mm
logic_synthesis,Mapped Cells,641,
route,vias per inst,5.431,
logic_synthesis,ys flops,130,
global_route,Total GRT Usage,0.2439,
worst_hold_path,Hold Crit Depth,1,
logic_synthesis,"EDFF count, synth",32,
route,Routed WL,16.00,mm
clocking,worst skew pair latency,420,ps
timing,relative slew slack,0.5939,
global_route,first-pass GRT wire length,26.12,mm
floorplanning,row count,43,
logic_synthesis,"Avg Cell Area, Syn",11.06,um2
logic_synthesis,yosys stat area,7087,um2
clocking,Sink Count,130,
setup_path,data required time at the worst endpoint,8000,ps
clocking,Post-CTS Hold Buffers,0,
job,Log Warnings,25,
placement,port bufs,75,
setup_path,R2R Setup Slk,3150,ps
global_route,gr ovfl total,0,
timing,final hold slack,506.5,ps
timing,Worst Skew,9.458,ps
logic_synthesis,largest area contributor in the netlist,dfrtp_1,
layout,fillers,1095,
floorplanning,fp util,0.5125,
power,static leakage,0.003709,uW
logic_synthesis,ys cells,641,
route,n_diodes,0,
worst_hold_path,Hold EP,pulse_width[3],
layout,Area Overhead vs Synth,21.63,%
setup_path,CP startpoint kind,register,
route,DRT iter0 DRCs,251,
floorplanning,die area,14650,um2
route,drt drc,0,
timing,Max Freq,0.2196,GHz
route,Initial DRT Pass Iterations,4,
timing,Worst Max-Slew Pin Slew,607.0,ps
timing,final hold vios,0,
timing,TNS Setup,0,ps
global_route,largest net degree at the start of global routing,55,
route,DR vias,4964,
clocking,"Reg clk slew, reported paths",60,ps
layout,final core occ,0.6234,
logic_synthesis,Cell Type Count,43,
clocking,CTS resizes,0,
setup_path,crit path kind,register to register,
clocking,Post-CTS Setup Inserts,0,
global_route,initial antenna violation count,0,
metrics by stage:
step	area (um2)	worst slack [ps]	instances	power, uW
CTS	8620	3139	914	2051
floorplan	7087	4200	641	1088
detailed placement	8008	3167	882	1218
global placement	8008	3339	882	1212
global route	8620	2758	914	2136
finish	8620	3147	914	2034
worst max-delay path, stage by stage (launching register included):
cell and delay [ps]:
dfstp_2 520, inv_1 50, ha_1 310, nand4_1 210
a2111oi_0 420, or4_4 200, a22o_2 530, buf_4 520
nor2_1 120, ha_1 320, nand4_1 150, nor4_1 480
o2111ai_1 220, a22oi_1 190, a311o_1 140, a21oi_1 40
where the power goes:
group	total, uW	switching, uW	internal (uW)
Combinational	349	183	166
Sequential	859	45.1	814
Clock	825	298	527
Total	2030	527	1510
sequential cells by signal, indices dropped and copies added, names as in the netlist:
name	cells
period	32
pulse_width	32
pwm_core0.count_q	32
read_data	32
enable	1
pwm_core0.q	1
logic make-up after synthesis:
group	after synthesis	share of synthesized area
xor gates and xnor gates	30	0.03708
DFF	130	0.4610
AOI/OAI and AO/OA	85	0.07309
and+or+nand+nor	177	0.1591
buffers and inverters	89	0.05190
adders and majority gates	64	0.1130
muxes	66	0.1049
layer usage:
| metal | vias up | track usage | part of all wire |
|---|---|---|---|
| met5 | - | 0 | 0 |
| met2 | 108 | 0.3568 | 0.44 |
| li1 | 2461 | - | - |
| met1 | 2387 | 0.4083 | 0.50 |
| met3 | 8 | 0.05038 | 0.057 |
| met4 | 0 | 0.02315 | 0.0089 |
cell usage after synthesis (all sizes together), types with 15 or more instances:
cell    instances
a31oi          32
inv            67
nand2          34
ha             64
mux2           66
dfxtp          33
clkbuf         15
xor2           27
nand4          22
nor3b          32
edfxtp         32
nand3          20
dfstp          15
nor2           43
dfrtp          50
a21oi          25
layout make-up:
class                      instances  area [um2]  area share
clock buffer                      19       454.2     0.05269
inverter                          67       251.5     0.02918
timing repair buffer              83       808.3     0.09377
sequential                       130        3267      0.3790
multi-input combinational        422        3456      0.4009
tap                              180       225.2     0.02613
clock inverter                    13       157.7     0.01829
worst max-delay path by stage:
| stage | depth (start not counted) | from | endpoint | slack (ps) |
|---|---|---|---|---|
| 4_1_cts | 15 | period[15] | pwm_core0.q | 3140 |
| 5_1_grt | 15 | period[15] | pwm_core0.q | 2760 |
| 6_report | 15 | period[15] | pwm_core0.q | 3150 |
Power figures rest on the tool's default switching activity, not on a simulated workload.
